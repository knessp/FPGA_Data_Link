**design/flow/run.sh**
```bash
#!/bin/bash
# OpenROAD 26Q1-2900-gdf79404cd8, Yosys 0.63+post, stock flow scripts
make -C /OpenROAD-flow-scripts/flow DESIGN_CONFIG=/design/flow/config.mk WORK_HOME=/design/flow/orfs finish
```
**design/flow/config.mk**
```make
export PLATFORM = sky130hd
export DESIGN_NAME = receive
export DESIGN_NICKNAME = receive
export VERILOG_FILES = /design/flow/design.v
export SDC_FILE = /design/flow/constraint.sdc
export NUM_CORES = 4
export LEC_CHECK = 1
export CORE_AREA = 10 10 70 70
export DIE_AREA = 0 0 80 80
```
**design/flow/constraint.sdc**
```tcl
current_design receive

set clk_period 1.9
set clk_io_pct 0.2

create_clock -name clk0 -period $clk_period [get_ports {clk}]

set non_clock_inputs [all_inputs -no_clocks]
set_input_delay [expr $clk_period * $clk_io_pct] -clock clk0 $non_clock_inputs
set_output_delay [expr $clk_period * $clk_io_pct] -clock clk0 [all_outputs]
```
**design/flow/design.v**
```verilog
module top(clkin, datain, buttons, clkout, dataout, leds_data, leds_errors);
	input wire clkin, datain;
	input wire [3:0] buttons;
	output wire clkout;
	output wire dataout;
	output wire [3:0] leds_data;
	output wire [3:0] leds_errors;
	wire osc_clk;         
	defparam OSCH_inst.NOM_FREQ = "2.08";  
	OSCH OSCH_inst( 
		.STDBY(1'b0),  
		.OSC(osc_clk),
		.SEDSTDBY()
		);
	assign clkout = osc_clk;
	wire [3:0] data_received;
	assign leds_data = data_received;
	reg [3:0] errorCount;  
	reg [4:0] delayCount;  
	assign leds_errors = ~errorCount;
	send send1(.clk(osc_clk), .dataNibble(buttons), .data(dataout));
	receive receive1(.clk(clkin), .data(datain), .dataNibble(data_received));
	always @ (posedge osc_clk)  
	begin
		if (data_received[3] != buttons[0])
			begin
				if (delayCount == 16)
					begin
						errorCount <= errorCount+1;
					end
				else
					delayCount <= delayCount+1;
			end
		else if (data_received[0] != buttons[3])
			begin
				if (delayCount == 16)
					begin
						errorCount <= errorCount+1;
					end
				else
					delayCount <= delayCount+1;
			end
		else if (data_received[1] != buttons[2])
			begin
				if (delayCount == 16)
					begin
						errorCount <= errorCount+1;
					end
				else
					delayCount <= delayCount+1;
			end
		else if  (data_received[2] != buttons[1])
			begin
				if (delayCount == 16)
					begin
						errorCount <= errorCount+1;
					end
				else
					delayCount <= delayCount+1;
			end
		else
			delayCount <= 0;
    end
endmodule
module send(clk, dataNibble, data);
	input wire clk;
	input wire[3:0] dataNibble;
	output wire data;
	reg [12:0] dataSymbolS;
	reg data_temp;
	reg [31:0] count;  
	always @ (negedge clk)  
	begin
		dataSymbolS[8:0] <= 455;  
		dataSymbolS[12:9] <= dataNibble;
		data_temp <= dataSymbolS[count];
		if (count == 12)
			begin
				count <= 0;
			end
		else
			count <= count+1;
    end
	assign data = data_temp;
endmodule
module receive(clk, data, dataNibble);
	input wire clk;
	input wire data;
	output wire [3:0] dataNibble;
	reg [12:0] dataSymbolR;
	reg [3:0] dataNibble_temp;
	assign dataNibble = dataNibble_temp;
	always @ (posedge clk)  
	begin
		dataSymbolR <= {dataSymbolR[11:0],data};
		if (dataSymbolR[12:4] == 455)
		begin
			dataNibble_temp <= dataSymbolR[3:0];
		end
    end
endmodule
```
==> results.json <==
{
  "numSynthFlops": 17,
  "dp_hpwl_um": 402.3,
  "die_h_um": 80,
  "fin_worst_skew_ns": 0.002627,
  "chipArea_mm2": 0.006400,
  "drtIter0Drc": 16,
  "crit_path_end_kind": "output port",
  "cts_buffers": 3,
  "cts_sinks": 17,
  "grt_pass1_vias": 209,
  "tritoncts": "built",
  "critical_path_required_ns": 1.52,
  "cp-start-kind": "register",
  "path_delay_family": "buffers and inverters",
  "clk_pin_slew_ns": 0.09,
  "post_cts_resized": 0,
  "grt_max_degree": 10,
  "syn_area_um2": 406.6,
  "coreArea_mm2": 0.003416,
  "firstDrtPassIters": 3,
  "crit_fanout": 1,
  "portBuffers": 5,
  "setup_viol_count_final": 0,
  "setup-tns-final_ns": 0,
  "top_cell": "dfxtp_1",
  "met2_length_um": 160,
  "synth.distinct_cells": 5,
  "crit_cells": 1,
  "yosys_area_um2": 406.6,
  "grt_use_total_pct": 2.086,
  "ir_drop_mv": 0.4240,
  "whs_path_depth": 0,
  "slowest_delay_ns": 0.49,
  "highest_layer": "met3",
  "pwr-share-seq_pct": 68.1,
  "nFillCells": 385,
  "dr_total_vias": 180,
  "p_sw_mw": 0.1040,
  "yosys.area.top_type": "dfxtp_1",
  "maxCapViolations": 0,
  "ys_warn_count": 1,
  "synth.top_cells.by_count": "13 x dfxtp_1, 4 x edfxtp_1, 1 x and4bb_2, 1 x nand4_1, 1 x nor3b_1",
  "fp_util_pct": 11.90,
  "via_per_inst": 2.400,
  "cp-endpoint": "dataNibble[1]",
  "fin_util_pct": 15.82,
  "routed_wirelength_um": 553,
  "clk_latency_ns": 0.28,
  "p_clk_share_pct": 31.3,
  "cp-startpoint": "dataNibble_temp[1]",
  "warnings": 25,
  "io_pins": 6,
  "worst_r2r_path_depth": 2,
  "critPathKind": "reg -> out",
  "finalMaxSlewViolations": 0,
  "swShare_pct": 18.16,
  "synth_cells": 20,
  "crit_slowest_cell": "clkdlybuf4s50_1",
  "internal-power_mw": 0.4686,
  "synthTopCellsByArea": "dfxtp_1 64%, edfxtp_1 30%, and4bb_2 3.1%",
  "wl_per_cell_um": 7.373,
  "cts_buffer_depth": 2,
  "worst_slew_pin_slew_ns": 0.1412,
  "max_slew_margin_pct": 90.59,
  "p_leak_nw": 0.1860,
  "drc_errors": 0,
  "reg2reg_slack_ns": 0.81,
  "synth-edff-count": 4,
  "placed_area_um2": 514.2,
  "syn_area_per_cell_um2": 20.33,
  "timing.final.crit_share_pct": 77.73,
  "status": "completed",
  "cts_setup_buffers": 0,
  "root_buffer": "clkbuf_4",
  "stdcell_area_um2": 540.5,
  "wl_met3_um": 145,
  "cts_hold_buf": 0,
  "hold_path_class": "reg -> reg",
  "top_cell_area_share_pct": 64.00,
  "r2r-end": "dataNibble_temp[0]",
  "core.rowCount": 21,
  "hold_viol": 0,
  "ys_cells": 20,
  "grt_pass1_wl_um": 979,
  "antenna_cells": 0,
  "yosys.stat.seqShare_pct": 93.54,
  "min_period_ns": 1.477,
  "die_w_um": 80,
  "powerDensity_mw_per_mm2": 1059,
  "path_cells": "clkdlybuf4s50_1",
  "grt_overflow_total": 0,
  "ant_nets": 0,
  "antenna_found_initial": 0,
  "area_growth_pct": 32.92,
  "wl_met1_um": 247,
  "crit_buf_inv": 1,
  "max_freq_mhz": 677.1,
  "rsz0062_at_grt": "no",
  "async_flop_share_pct": 0,
  "power.total_mw": 0.5725,
  "gp_congestion": 0.6600,
  "crit_arrival_ns": 1.10,
  "comb_power_share_pct": 0.6,
  "htree_levels": 1,
  "flop_cell": "dfxtp_1",
  "layout-drive-gt1-share_pct": 13.79,
  "regToRegStartpoint": "dataSymbolR[10]"
}
placed cells by master (no fill, tap or decap):
master and count:
dfxtp_1 13, clkdlybuf4s50_1 5, edfxtp_1 4, clkbuf_4 3, nand4_1 1, nor3b_1 1
and4bb_2 1, clkbuf_1 1
worst min path at each step:
stage	from	to	slack, ns
after CTS	dataSymbolR[6]	dataSymbolR[7]	0.35
final	dataSymbolR[6]	dataSymbolR[7]	0.35
after global routing	dataSymbolR[6]	dataSymbolR[7]	0.36
cells by family after synthesis:
| family | after synthesis | synth area share, % |
|---|---|---|
| and+or+nand+nor | 3 | 6.463 |
| DFF | 17 | 93.54 |
stage by stage:
stage	hold slack [ns]	std cells	worst slack (ns)
after CTS	0.3520	75	0.3909
final	0.3502	75	0.4231
after global placement	0.3259	71	0.7256
after detailed placement	0.3301	71	0.7171
after global routing	0.3642	75	0.3432
after floorplan	0.3232	20	0.8731
routing by layer:
layer / vias to the layer above / global-route usage (%)
met3: 0 / 3.182
li1: 87 / -
met5: - / 0
met2: 10 / 2.247
met4: 0 / 0.1761
met1: 83 / 2.202
cell type report:
type                            instances  area, um2  share of cell area (%)
Clock buffer                            4      26.28                   4.861
Sequential cell                        17      380.4                   70.37
Tap cell                               46      57.56                   10.65
Timing Repair Buffer                    5      50.05                   9.259
Multi-Input combinational cell          3      26.28                   4.861
registers in the layout, indices dropped and copies added, names as in the netlist:
signal           flops
dataSymbolR         13
dataNibble_temp      4
power groups by stage:
stage / Clock [mW] / Sequential, mW / Combinational [mW]
final: 0.179 / 0.390 / 0.00350
after CTS: 0.190 / 0.390 / 0.00355
after global routing: 0.212 / 0.393 / 0.00382
Power figures rest on the tool's default switching activity, not on a simulated workload.
